==> design/flow/design.v <==
module clk_div (
    input       rst, clk_int,
    output reg  clk_out
);
parameter CLK_DIV_PERIOD = 12_000_000;  
reg [24:0] cnt = 0;
always 
    @(posedge clk_int) begin
        if(rst == 0) begin
            cnt <= 0;
            clk_out <= 0;
        end else begin
            if(cnt == (CLK_DIV_PERIOD - 1)) begin
                cnt <= 0;
            end else begin
                cnt <= cnt + 1;
            end
            if(cnt < (CLK_DIV_PERIOD>>1)) begin
                clk_out <= 1;
            end else begin
                clk_out <= 0;
            end
        end
    end
endmodule
module clk_1s (
    input rst, clk_in,
    output clk_out
);
    clk_div #(12_000_000)  m_clk_div_1s (rst, clk_in, clk_out);
endmodule
module clk_1ms (
    input rst, clk_in,
    output clk_out
);
    clk_div #(12_000)  m_clk_div_1ms (rst, clk_in, clk_out);
endmodule
module clk_1us (
    input rst, clk_in,
    output clk_out
);
    clk_div #(12)  m_clk_div_1us (rst, clk_in, clk_out);
endmodule
module neuai_demo_led_7seg_x1(input clk, input [3:0]key, output [7:0] led_7seg, output dig1);
wire w_clk, w_clk_1s;
wire w_rst;
reg [3:0] r_sec_cnt = 4'd0;
reg [7:0] r_seg_out;
assign w_rst = key[0];
assign w_clk = clk;
assign led_7seg = r_seg_out;
assign dig1 = 0;
clk_1s  u_clk_1s (.rst(w_rst), .clk_in(w_clk), .clk_out(w_clk_1s));
always @(posedge w_clk_1s or negedge w_rst) begin
    if(w_rst == 0)
        r_sec_cnt <= 4'd0;
    else begin
        if(r_sec_cnt == 4'd9)
            r_sec_cnt <= 4'd0;
        else
            r_sec_cnt <= r_sec_cnt + 1'b1;
    end
end
reg [7:0] r_seg_code[0:9];
always @(*) begin
    r_seg_code[0] = 8'b0011_1111;
    r_seg_code[1] = 8'b0000_0110;
    r_seg_code[2] = 8'b1111_1111;
    r_seg_code[3] = 8'b1111_1111;
end
always @(posedge w_clk_1s or negedge w_rst) begin
    if(w_rst == 0) begin
        r_seg_out <= 4'd0;
    end else
        r_seg_out <= r_seg_code[r_sec_cnt];
end
endmodule
==> design/flow/run.sh <==
#!/bin/bash
# OpenROAD 26Q1-2900-gdf79404cd8, Yosys 0.63+post, stock flow scripts
make -C /OpenROAD-flow-scripts/flow DESIGN_CONFIG=/design/flow/config.mk WORK_HOME=/design/flow/orfs finish
==> design/flow/config.mk <==
export PLATFORM = sky130hd
export DESIGN_NAME = neuai_demo_led_7seg_x1
export DESIGN_NICKNAME = neuai_demo_led_7seg_x1
export VERILOG_FILES = /design/flow/design.v
export SDC_FILE = /design/flow/constraint.sdc
export NUM_CORES = 4
export LEC_CHECK = 1
export CORE_AREA = 10 10 107 107
export DIE_AREA = 0 0 117 117
==> design/flow/constraint.sdc <==
current_design neuai_demo_led_7seg_x1

set clk_period 6.6
set clk_io_pct 0.2

create_clock -name clk0 -period $clk_period [get_ports {clk}]

set non_clock_inputs [all_inputs -no_clocks]
set_input_delay [expr $clk_period * $clk_io_pct] -clock clk0 $non_clock_inputs
set_output_delay [expr $clk_period * $clk_io_pct] -clock clk0 [all_outputs]
==> results_slide.txt <==
Key Metrics from the Run

Run status
  • Status: complete, no violations

Drt
  • Vias: around 1200
  • ANT cells: 0
  • Number of DRC markers in iteration 0: between 80 and 90
  • Wire length per cell: about 9.9 microns
  • Final ANT Viol Nets: 0
  • Vias per cell: 4.33
  • Final wirelength: about 2.8 mm
  • Detailed Routing Iterations Pass 1: 4
  • # DRC: 0

Worst setup path
  • R2r endpoint: u_clk_1s.m_clk_div_1s.cnt[23]
  • Worst reg-to-reg path cell count: 4
  • Crit path kind: in -> reg
  • Worst r2r src: u_clk_1s.m_clk_div_1s.cnt[3]
  • Crit path DRT: 6.82 ns
  • CP endpoint kind: flip-flop
  • Arrival @ worst endpoint: 2.87 ns
  • R2r setup slk: roughly 4.3 ns
  • Critical path startpoint category: input pin
  • Worst-path fanout max: 15

Floorplan
  • Row count: 35
  • # IOs: 14
  • Core Region: 9200 sq um
  • Core Util at FP: 0.169
  • Die width: ~120 microns
  • Die ar.: between 10000 and 15000 sq um
  • DIE HEIGHT: ~120 microns

Timing
  • Max-slew headroom: 0.559
  • Fmax: 0.378 GHz
  • RSZ-0062 raised after global routing: no
  • Fin. Hold Viols: 0
  • Worst-Margin Slew: about 0.66 ns
  • Crit share post-route: 0.401
  • Clock skew: about 0.012 ns
  • Hold WS: 0.467 ns
  • Endpoints left unconstrained: 14
  • Setup TNS: 0 ns
  • Register pins left without a clock: 7
  • Pins Over Slew Limit: 0
  • Min cycle time layout: between 2 and 3 ns
  • # setup viols final: 0

Synth
  • Top cells by area, synth: dfxtp_1 33%, dfrtp_1 11%, xnor2_1 6.2%
  • Leading area contributor after synthesis: dfxtp_1
  • Most used flip-flop cell: dfxtp_1
  • Yosys top cell by instances: dfxtp_1
  • Yosys cell count: between 150 and 200
  • Mapped cell area: around 1600 sq um
  • #FFs+latches synth: 33
  • Distinct lib cells used: 36
  • FFs w/ async S/R, synth: 0.212
  • Dominant cell area share: 0.335
  • Post-synth EDFFs: 0
  • Post-Synthesis Cells: 175
  • Synth warn: approximately 51
  • Syn avg cell area: a little under 9 sq um
  • Yosys synthesis chip area: around 1600 sq um
  • Most frequent cells after synthesis: 26 x dfxtp_1, 20 x nor2_1, 11 x xnor2_1
  • Register area share after synthesis: 0.447

Placed design
  • PortBufs: 9
  • Placer Congestion: around 0.83
  • Placed insts: ~280
  • Detailed placement HPWL: 2.02 mm

Global route
  • Congestion Overflow GR: 0
  • Vias in the first global route: between 1000 and 1500
  • Largest net degree at the start of global routing: 16
  • Total global-route track usage: 0.0418
  • Initial antenna violation count: 0
  • First-pass GRT wire length: a little under 5 mm

Final layout
  • Area delta synth->final: 13.3%
  • Share of layout cells above drive strength 1: 0.0457
  • Non-Filler Instances: between 200 and 300

Clock network
  • Cts hold-fix bufs: 0
  • Clk root buf: clkbuf_8
  • Post-CTS resize count: 0
  • CTS tree: built
  • Late-Pin Clk Latency: 0.27 ns
  • Worst-path clk slew: around 0.09 ns
  • Maximum buffer depth of the clock tree: 2
  • H-tree levels: 1
  • Number of buffers added for setup after CTS: 0
  • CTS buffer count: 3

Power
  • Peak VDD IR: around 0.00015 V
  • Leak: about 0.57 nW
  • Pwr/cell area: approximately 150 nW/um^2

Min path
  • Hold crit path type: reg -> reg
  • Hold Path End: u_clk_1s.m_clk_div_1s.cnt[0]
  • Worst min-delay path startpoint: u_clk_1s.m_clk_div_1s.cnt[0]
  • Hold path depth: 1

Job
  • OpenROAD warning count: 28
  • Max-cap violations: 0
[flip-flops by register name (all words and copies together) (netlist names)]
register                       cells
u_clk_1s.m_clk_div_1s.clk_out      1
r_seg_out                          3
r_sec_cnt                          4
u_clk_1s.m_clk_div_1s.cnt         25
[cells in the final DEF (no fill, tap or decap), drive strengths merged, types with 2 or more instances in the layout]
cell type / instances
clkdlybuf4s50: 9
nand3: 11
xor2: 4
o21ai: 7
nand2: 9
nand4: 8
or3: 5
nor4: 4
dfrtp: 7
o41ai: 2
nor4bb: 2
clkbuf: 3
nor2: 20
and3: 5
inv: 5
xnor2: 11
o31ai: 3
or4: 5
a21oi: 9
nor3: 5
dfxtp: 26
conb: 2
[worst max-delay path, cell delays in order]
cell and delay [ns]:
clkdlybuf4s50_1 0.77, o41ai_4 0.27, buf_4 0.26, o21ba_2 0.24
[metrics by stage]
stage	total power, W	area, sq um	setup slack, ns	utilization
finish	0.000261	1760	3.95	0.192
global route	0.000273	1760	3.82	0.192
CTS	0.000266	1760	3.93	0.192
detailed placement	0.000176	1720	3.66	0.187
global placement	0.000176	1720	3.65	0.187
floorplan	0.000172	1560	4.76	-
[routing by layer]
metal | up-vias | share of wire | GRT usage
met3 | 0 | 0.060 | 0.00980
li1 | 619 | - | -
met1 | 589 | 0.52 | 0.0623
met4 | 0 | 0 | 0.00165
met2 | 30 | 0.42 | 0.0634
met5 | - | 0 | 0
[worst max path at each step]
stage / start / end / slack [ns] / cells past startpoint
4_1_cts: key[0] / u_clk_1s.m_clk_div_1s.cnt[20] / 3.93 / 4
5_1_grt: key[0] / u_clk_1s.m_clk_div_1s.cnt[20] / 3.82 / 4
6_report: key[0] / u_clk_1s.m_clk_div_1s.cnt[20] / 3.95 / 4
[report_power, final]
| part | switching, W | total [W] | internal, W | leakage [nW] |
|---|---|---|---|---|
| Sequential | 0.00000208 | 0.000163 | 0.000161 | 0.296 |
| Clock | 0.0000482 | 0.0000891 | 0.0000409 | 0.0216 |
| Combinational | 0.00000532 | 0.00000907 | 0.00000375 | 0.251 |
[layout make-up]
cell class,count,area [sq um]
repair buffers,10,97.6
multi-input cells,124,769
fillers,1017,7430
well taps,111,139
inverters,5,18.8
clock buffers,3,41.3
flip-flops and latches,33,696
[logic make-up (layout without fill, tap and decap cells)]
| family | count (synthesis) | count (layout) | share of synthesized area |
|---|---|---|---|
| AOI/OAI and AO/OA | 28 | 28 | 0.120 |
| xor gates and xnor gates | 15 | 15 | 0.0845 |
| adders and majority gates | 1 | 1 | 0.00804 |
| buffers and inverters | 18 | 18 | 0.0652 |
| DFF | 33 | 33 | 0.447 |
| muxes | 1 | 1 | 0.00724 |
| other | 2 | 2 | 0.00483 |
| and+or+nand+nor | 77 | 77 | 0.263 |
Power figures rest on the tool's default switching activity, not on a simulated workload.
