==> flow/design.v <==
module clk_div (
    input       rst, clk_int,
    output reg  clk_out
);
parameter CLK_DIV_PERIOD = 12_000_000;  
reg [24:0] cnt = 0;
always 
    @(posedge clk_int) begin
        if(rst == 0) begin
            cnt <= 0;
            clk_out <= 0;
        end else begin
            if(cnt == (CLK_DIV_PERIOD - 1)) begin
                cnt <= 0;
            end else begin
                cnt <= cnt + 1;
            end
            if(cnt < (CLK_DIV_PERIOD>>1)) begin
                clk_out <= 1;
            end else begin
                clk_out <= 0;
            end
        end
    end
endmodule
module clk_1s (
    input rst, clk_in,
    output clk_out
);
    clk_div #(12_000_000)  m_clk_div_1s (rst, clk_in, clk_out);
endmodule
module clk_1ms (
    input rst, clk_in,
    output clk_out
);
    clk_div #(12_000)  m_clk_div_1ms (rst, clk_in, clk_out);
endmodule
module clk_1us (
    input rst, clk_in,
    output clk_out
);
    clk_div #(12)  m_clk_div_1us (rst, clk_in, clk_out);
endmodule
module demo_led_7seg_scan(input clk, input [3:0]key, output [7:0] seg_dat, output [3:0] sel);
wire w_clk, w_clk_ms;
wire w_rst;
reg [7:0] r_seg_out;
reg [3:0] r_sel;
reg [1:0] r_sel_cnt;
assign w_rst = key[0];
assign w_clk = clk;
assign seg_dat = r_seg_out;
assign sel = r_sel;
clk_1ms  u_clk_ms (.rst(w_rst), .clk_in(w_clk), .clk_out(w_clk_ms));
reg [7:0] r_seg_code[0:9];
always @(negedge w_rst or negedge key[1]) begin
    if(w_rst == 0) begin
    r_seg_code[0] <= 8'b0011_1111;
    r_seg_code[1] <= 8'b0000_0110;
    r_seg_code[2] <= 8'b1111_1111;
    r_seg_code[3] <= 8'b1111_1111;
    end
    else if(key[1] == 0) begin
        r_seg_code[0] <= ~r_seg_code[0];
        r_seg_code[1] <= ~r_seg_code[1];
        r_seg_code[2] <= ~r_seg_code[2];
        r_seg_code[3] <= ~r_seg_code[3];
    end
end
always @(negedge w_clk_ms or negedge w_rst) begin
    if(w_rst == 0) begin
        r_seg_out <= 4'd0;
        r_sel <= 4'b1111;
    end else begin
        r_seg_out <= ~r_seg_code[r_sel_cnt];  
        r_sel <= ~(4'b1<<r_sel_cnt);  
    end
end
always @(posedge w_clk_ms or negedge w_rst) begin
    if(w_rst == 0) begin
        r_sel_cnt <= 2'd0;
    end else begin
        r_sel_cnt <= r_sel_cnt + 2'b1;
    end
end
endmodule
==> flow/run.sh <==
#!/bin/bash
# OpenROAD 26Q1-2900-gdf79404cd8, Yosys 0.63+post, stock flow scripts
make -C /OpenROAD-flow-scripts/flow DESIGN_CONFIG=/design/flow/config.mk WORK_HOME=/design/flow/orfs finish
==> flow/config.mk <==
export PLATFORM = sky130hd
export DESIGN_NAME = demo_led_7seg_scan
export DESIGN_NICKNAME = demo_led_7seg_scan
export VERILOG_FILES = /design/flow/design.v
export SDC_FILE = /design/flow/constraint.sdc
export NUM_CORES = 4
export LEC_CHECK = 1
export CORE_UTILIZATION = 50
==> flow/constraint.sdc <==
current_design demo_led_7seg_scan

set clk_period 3.7
set clk_io_pct 0.2

create_clock -name clk0 -period $clk_period [get_ports {clk}]
create_clock -name clk1 -period $clk_period [get_ports {key}]

set non_clock_inputs [all_inputs -no_clocks]
set_input_delay [expr $clk_period * $clk_io_pct] -clock clk0 $non_clock_inputs
set_output_delay [expr $clk_period * $clk_io_pct] -clock clk0 [all_outputs]
==> run summary <==
The synthesis and PnR run went through. The run finished with clean final reports. Global routing used a little under a fifth of the available tracks. In the final routed layout, each cell accounts on average for approximately 13 um. Area added between synthesis and finish landed at 19.0%. Each instance of the synthesized netlist takes up on average 11.1 um2. Remaining antenna violation count landed at 0. Global-route wire length before repair landed at roughly 8.6 mm. In the global route stage, met3 resource usage came out at 13.2%. For this run the top cell type by instance count after synthesis was sky130_fd_sc_hd__inv_1. Detailed placement HPWL landed at around 3.0 mm. Number of DRC markers in iteration 0 landed at around 100.

In the final report, the number of endpoints failing setup comes to 0. VDD sags by at most about 390 uV. The total overflow left after global routing is 0. Total DRC errors in the routed layout landed at 0.

Share of Yosys cell area claimed by the top area cell type landed at between 20% and 30%. The detailed router placed ~2000 vias in this run. TritonCTS built the clock tree. Per the STA report, the cell with the highest stage delay on the worst path is sky130_fd_sc_hd__clkbuf_8. The synthesized design contains a little over 70 register bits. In this design, the critical path's most frequently occurring cell is sky130_fd_sc_hd__clkbuf_8. Sequential cell fraction of total power landed at between 30% and 40%.

Per the synth stats, the flop cell with the highest instance count is sky130_fd_sc_hd__dfstp_2. The region available for standard cell placement spans roughly 5300 um2. Combinational cells account for 0% of the total power. Cells with a size suffix above 1 make up about 21% of the layout. The arrival time of data at the worst endpoint is listed as between 2 and 3 ns.

Per STA, the worst path accumulates the most delay in the family buffers and inverters. Post-cts gate resize count landed at 0. The number of antenna diodes in the final layout is 0. Summed standard-cell area reported by yosys landed at ~2800 um2. Largest fanout of any net on the critical path landed at 13.

STA classifies the critical path endpoint as a flip-flop. In the final layout, flip-flops and latches occupy 1710 um2. Checking max transition, the worst relative margin is approximately 72%. Of all cell types, the one taking the most synthesized area is sky130_fd_sc_hd__dfstp_2. Yosys mapped the design onto 37 distinct sky130hd cell types.

Yosys mapped a number of flops with a built-in enable equal to 0. The timer found 14 register pins that no clock reaches; their paths are not timed. Per the post-run analysis, buffers plus inverters along the critical path come to 4.

Hold-critical path depth landed at 3. Worst reg-to-reg path cell count landed at 5. Per the final report, max-transition violations number 0. Slew at the pin with the worst max-slew slack landed at roughly 0.41 ns. By area the synthesized netlist is led by sky130_fd_sc_hd__dfstp_2 (26%), sky130_fd_sc_hd__dfxtp_1 (18%), sky130_fd_sc_hd__dfrtn_1 (14%). The detailed router reported a total wirelength of between 4 and 5 mm. Area enclosed by the die boundary landed at about 6000 um2.

Initial antenna violation count landed at 0. Yosys stat cell total landed at about 250. Via count normalized by instance count landed at 5.23. Number of hold-repair buffers added at the cts stage landed at 0. Per the summary, power density relative to cell area is approximately 550 nW/um2.

Global routing put the most usage on met1. Total power of the final layout landed at roughly 0.0019 W. Maximum clock skew at final layout landed at between 0.005 and 0.006 ns. Hold-check failures listed in the final report amount to 0. In the CTS report, the clock slew at the register clock pins of the worst setup and hold paths is listed as 0.09 ns.

Total number of cells along the worst setup path landed at 6. The logs give a warning total of 150. Share of flip-flops with an asynchronous set or reset landed at 63.9%. Number of cell rows landed at 26. The data required time reported for the critical path is between 3 and 4 ns. Setup repair after global routing left no endpoint under its margin.

Per the gpl log, the routability congestion estimate is ~0.80. Total of max-cap violations landed at 0. The via count of the first global-routing pass came to 2189. The layout report lists the multi-input gate area as 918 um2. The critical path is of the clk2reg type. Routing usage on met1 landed at between 20% and 30%. In the global route stage, met2 resource usage came out at 22.8%. Summed over all failing endpoints, the final setup total negative slack is 0 ns. Number of buffers inserted by port buffering landed at 12. The die is 77.2 um wide. Per STA, the worst path is made up of clkbuf_8, clkbuf_8, o21ai_2, clkbuf_8, clkbuf_8, a21oi_1. Internal power landed at about 0.0013 W. In this run the static leakage power is roughly 1.5 nW. Largest net degree at the start of global routing landed at 16. Before any placement, the netlist area is recorded as ~2800 um2.

The analysis attributes to net switching a power of 0.000567 W. Sorting the synthesized cells by how often they occur yields sky130_fd_sc_hd__inv_1 (43), sky130_fd_sc_hd__dfstp_2 (28), sky130_fd_sc_hd__dfxtp_1 (26). Post-CTS setup buffer count landed at 0. STA classifies the critical path startpoint as a clock port.

In this run switching power makes up a little under a third of total power. Number of instances in the synthesized netlist landed at 254. Vertical die dimension landed at around 77 um. Number of warning messages in the yosys log landed at 3.

Final-layout fill cell count landed at between 400 and 500. Largest stage delay on the critical path landed at approximately 0.17 ns. In the floorplan report the effective utilization is 53.6%. During I/O placement, the number of pins put on the boundary was 17. According to the hold report, the worst path is of the clk2reg type. Proportion of power drawn by the clock network landed at between 60% and 70%. According to the report, the first pass of detailed routing completed in 4 iterations.

Count of endpoints without a timing constraint landed at 26. After synthesis, flip-flops and latches occupy between 60% and 70% of the total area.
[worst paths after layout]
path | start | endpoint | slack, ns
setup / recovery | key[0] | u_clk_ms.m_clk_div_1ms.cnt[13]$_SDFF_PP0_ | 1.29
hold / removal | key[0] | u_clk_ms.m_clk_div_1ms.clk_out$_SDFF_PN0_ | 0.30
max in group clk1 | r_seg_code[1][1]$_DFF_NN1_ | r_seg_code[1][1]$_DFF_NN1_ | 3.06
min in group clk1 | r_seg_code[0][6]$_DFF_NN0_ | r_seg_code[0][6]$_DFF_NN0_ | 0.30
setup reg to reg | u_clk_ms.m_clk_div_1ms.cnt[0]$_SDFF_PP0_ | u_clk_ms.m_clk_div_1ms.cnt[20]$_SDFF_PP0_ | 1.94
max in group asynchronous | key[0] | r_seg_code[3][3]$_DFF_NN1_ | 2.00
hold reg to reg | r_seg_code[0][6]$_DFF_NN0_ | r_seg_code[0][6]$_DFF_NN0_ | 0.30
min in group asynchronous | key[0] | r_seg_code[0][6]$_DFF_NN0_ | 1.42
[power groups by stage]
stage	logic, W	registers, W	clock network, W
after CTS	0.000000000389	0.000711	0.00130
after global routing	0.000000000389	0.000710	0.00140
final	0.000000000389	0.000711	0.00114
[area by class of cell]
class	instances	area share [%]
Sequential cell	72	50.8
Multi-Input combinational cell	131	27.3
Clock buffer	18	7.07
Inverter	42	4.69
Clock inverter	29	3.95
Timing Repair Buffer	12	3.57
Tap cell	70	2.61
[worst register-to-register path, cell delays in order, from the launching register on]
cell	delay [ns]
sky130_fd_sc_hd__dfxtp_1	0.37
sky130_fd_sc_hd__ha_1	0.23
sky130_fd_sc_hd__and4_1	0.31
sky130_fd_sc_hd__nand4_2	0.24
sky130_fd_sc_hd__or3_1	0.41
sky130_fd_sc_hd__a21oi_1	0.14
[flip-flops by register name, indices dropped and copies added (netlist names)]
| signal | flops |
|---|---|
| r_seg_out | 8 |
| u_clk_ms.m_clk_div_1ms.clk_out | 1 |
| u_clk_ms.m_clk_div_1ms.cnt | 25 |
| r_seg_code | 32 |
| r_sel | 4 |
| r_sel_cnt | 2 |
[cell usage in the layout, fill, tap and decap left out, types with 2 or more instances in the layout]
master,instances
sky130_fd_sc_hd__inv_6,2
sky130_fd_sc_hd__o21ai_0,6
sky130_fd_sc_hd__nand2_1,9
sky130_fd_sc_hd__xnor2_1,7
sky130_fd_sc_hd__clkinv_1,2
sky130_fd_sc_hd__nand3_1,9
sky130_fd_sc_hd__o31ai_1,4
sky130_fd_sc_hd__or4_1,4
sky130_fd_sc_hd__a21oi_1,12
sky130_fd_sc_hd__dfstp_2,28
sky130_fd_sc_hd__dfxtp_1,26
sky130_fd_sc_hd__nor2_1,16
sky130_fd_sc_hd__inv_1,66
sky130_fd_sc_hd__dfrtp_1,2
sky130_fd_sc_hd__nor3_1,2
sky130_fd_sc_hd__clkbuf_8,17
sky130_fd_sc_hd__and4_1,3
sky130_fd_sc_hd__nor4_1,4
sky130_fd_sc_hd__a222oi_1,8
sky130_fd_sc_hd__and3_1,3
sky130_fd_sc_hd__clkdlybuf4s50_1,12
sky130_fd_sc_hd__dfrtn_1,16
sky130_fd_sc_hd__or3_1,7
sky130_fd_sc_hd__xor2_1,5
sky130_fd_sc_hd__ha_1,6
sky130_fd_sc_hd__mux2_2,8
sky130_fd_sc_hd__nand4_1,7
[cell families after synthesis]
| group | share of synthesized area [%] |
|---|---|
| AND-OR/OR-AND | 7.71 |
| XOR/XNOR | 3.72 |
| adder cells (fa/ha/maj) | 2.66 |
| buffers and inverters | 7.04 |
| flip-flops | 60.4 |
| multiplexers | 3.19 |
| AND/OR/NAND/NOR | 15.2 |
[per-layer routing]
layer,vias up,part of all wire (%)
li1,960,-
met1,918,47
met2,60,44
met3,17,6.0
met4,0,3.4
met5,-,0
[metrics by stage]
stage	hold slack [ns]	setup WS, ns	util [%]	cell area, um2	cells
finish	0.298	1.29	63.8	3360	374
global placement	0.234	1.36	56.8	2990	328
floorplan	0.203	1.38	-	2820	254
global route	0.327	1.21	63.8	3360	374
CTS	0.300	1.23	63.8	3360	374
detailed placement	0.234	1.36	56.8	2990	328
Power figures rest on the tool's default switching activity, not on a simulated workload.
