==> design.v <==
module clk_div (
    input       rst, clk_int,
    output reg  clk_out
);
parameter CLK_DIV_PERIOD = 12_000_000;  
reg [24:0] cnt = 0;
always 
    @(posedge clk_int) begin
        if(rst == 0) begin
            cnt <= 0;
            clk_out <= 0;
        end else begin
            if(cnt == (CLK_DIV_PERIOD - 1)) begin
                cnt <= 0;
            end else begin
                cnt <= cnt + 1;
            end
            if(cnt < (CLK_DIV_PERIOD>>1)) begin
                clk_out <= 1;
            end else begin
                clk_out <= 0;
            end
        end
    end
endmodule
module clk_1s (
    input rst, clk_in,
    output clk_out
);
    clk_div #(12_000_000)  m_clk_div_1s (rst, clk_in, clk_out);
endmodule
module clk_1ms (
    input rst, clk_in,
    output clk_out
);
    clk_div #(12_000)  m_clk_div_1ms (rst, clk_in, clk_out);
endmodule
module clk_1us (
    input rst, clk_in,
    output clk_out
);
    clk_div #(12)  m_clk_div_1us (rst, clk_in, clk_out);
endmodule
module neuai_demo_led_breath(input w_clk, input [0:3] w_key, output [0:3] w_led);
wire w_clk_1s;
wire w_clk_1ms;
wire w_clk_1us;
wire w_compare;
reg [9:0]r_cnt_1ms;
reg [9:0]r_cnt_1us;
reg      r_cnt_s;
assign w_rst = w_key[0];
assign w_compare = (r_cnt_1us > r_cnt_1ms) ? 1'b1 : 1'b0;
assign w_led[1:3] = 3'b111;
assign w_led[0] = (r_cnt_s == 0) ? (w_compare) : (~w_compare);
clk_1s  u_clk_1s (.rst(w_rst), .clk_in(w_clk), .clk_out(w_clk_1s));
clk_1ms u_clk_1ms(w_rst, w_clk, w_clk_1ms);
clk_1us u_clk_1us(w_rst, w_clk, w_clk_1us);
always @(posedge w_clk_1ms or negedge w_rst) begin
    if(w_rst == 0)
        r_cnt_1ms <= 0;
    else begin
        if (r_cnt_1ms == 999)
            r_cnt_1ms <= 0;
        else
            r_cnt_1ms <= r_cnt_1ms + 1'b1;
    end
end
always @(posedge w_clk_1us or negedge w_rst) begin
    if(w_rst == 0)
        r_cnt_1us <= 0;
    else begin
        if (r_cnt_1us == 999)
            r_cnt_1us <= 0;
        else
            r_cnt_1us <= r_cnt_1us + 1'b1;
    end
end
always @(posedge w_clk_1s or negedge w_rst) begin
    if(w_rst == 0)
        r_cnt_s <= 0;
    else begin
        r_cnt_s = ~r_cnt_s;
    end
end
endmodule
==> run.sh <==
#!/bin/bash
# OpenROAD 26Q1-2900-gdf79404cd8, Yosys 0.63+post, stock flow scripts
make -C /OpenROAD-flow-scripts/flow DESIGN_CONFIG=/design/flow/config.mk WORK_HOME=/design/flow/orfs finish
==> config.mk <==
export PLATFORM = sky130hd
export DESIGN_NAME = neuai_demo_led_breath
export DESIGN_NICKNAME = neuai_demo_led_breath
export VERILOG_FILES = /design/flow/design.v
export SDC_FILE = /design/flow/constraint.sdc
export NUM_CORES = 4
export LEC_CHECK = 1
export CORE_UTILIZATION = 30
==> constraint.sdc <==
current_design neuai_demo_led_breath

set clk_period 3.4
set clk_io_pct 0.2

create_clock -name clk0 -period $clk_period [get_ports {w_clk}]

set non_clock_inputs [all_inputs -no_clocks]
set_input_delay [expr $clk_period * $clk_io_pct] -clock clk0 $non_clock_inputs
set_output_delay [expr $clk_period * $clk_io_pct] -clock clk0 [all_outputs]
==> changes_impl.md <==
### Metrics

* Slew Limit Fails at 0
* Internal Power at 0.001540 W
* Max Cap Viol at 0
* Post_cts resized at 0
* Synthesis-to-layout area growth at 11.76%
* Seq pwr share at 0.481
* Final WS setup at approximately 1.2 ns
* Fill count at approximately 1600
* Hold_ws at 0.4516 ns
* Residual DRC count at 0
* First-pass GRT wire length at 16200 microns
* Worst slew pin tran at between 0.9 and 1 ns
* Area of the mapped netlist at 0.004917 sq mm
* Worst reg-to-reg path cell count at 5
* R2R setup slack at 1.20 ns
* AO/OA Area Share at 0.1344
* Die X at around 130 microns
* Final instance area at 0.005495 sq mm
* Logic pwr share at 0.028
* I/O pins at 9
* Register pins left without a clock at 21
* Drt pass-1 iters at 4
* Sw power at 0.0004497 W
* Worst slack at placement at 1.251 ns
* Busiest grt layer: met1
* FFs w/ async S/R, synth at 0.2121
* Syn Area/Cell at 8.734 sq um
* Vias at between 3000 and 4000
* Met2 Use GR at 0.1768
* Chip area at 0.01691 sq mm
* WP data arrival at 2.47 ns
* Fin crit period at 2.204 ns
* Hold Violations, Final at 0
* Critical setup path kind: flop to flop
* H-tree depth at 3
* Yosys warnings at 5
* Achievable Freq at around 450 MHz
* Cell Type Count at around 48
* RSZ-0062 raised after global routing: false
* DRT iter0 DRCs at between 150 and 200
* Hold Startpoint: u_clk_1us.m_clk_div_1us.cnt[0]
* RePlAce Congestion at around 0.84
* Gr usage total at 0.1163
* Antenna cells at 0
* Vias/cell at 5.087
* Inserted Clock Buffers at 9
* Count of tool warnings at 28
* Wirelength, routed at approximately 9200 microns
* Fp util at 0.3084
* Y dimension of the die at approximately 130 microns
* Largest net degree at the start of global routing at 21
* Reg2reg start: u_clk_1us.m_clk_div_1us.cnt[0]
* Clock Path Buffers at 2
* DP Area at 0.005187 sq mm
* Yosys chip area at approximately 0.0049 sq mm
* Met3 GRT Util at 0.01420
* Port Buf Inserts at 2
* Synth Seq Share at 0.4244
* Grt total ovfl at 0
* Hold Path End: u_clk_1us.m_clk_div_1us.cnt[0]
* Mapped Cells at 563
* Worst rel slew slack at 0.3369
* Number of global-route vias before repair at ~3600
* Endpoints left unconstrained at 22
* Final setup viols at 0
* Worst hold-check path type: flop to flop
* Postcts setup bufs at 0
* GR Layer Usage met1 at 0.1822
* Tot Pwr at between 0.0015 and 0.002 W
* Initial antenna violation count at 0
* Cells on Worst Hold Path at 1
* Clk_skew at 0.008773 ns
* Critical path endpoint category: flop
* Simple-Gate Fraction of Synth Area at 0.2807
* FF-to-FF End: u_clk_1us.m_clk_div_1us.cnt[22]
* Core area at 0.01594 sq mm
* Post-synth EDFFs at 0
* VDD IR-drop max at approximately 0.2 mV
* Fraction of layout cells with a size suffix above 1 at 0.05830
* Lkg Pwr at 1.903 nW
* Crit Path Max Fanout at 14
* Required time of the worst setup path at 3.67 ns
* Sw Share at 0.2260
* Final period util at 0.6483
* Pwr/cell area at 362.0 mW/mm^2
* Detail Route Antenna Nets at 0
* Worst setup SP type: flop
* Synth Register Bits at ~99
* Yosys adder share at 0.03817
* Reg clk slew, reported paths at about 0.070 ns
* Rows at 46
* # hold bufs at CTS at 0
* Yosys cell count at 563
* Synth mux share at 0
* CTS tree: built
* XOR/XNOR Fraction of Synth Area at 0.07837
* CTS root buffer: clkbuf_16
* Main synth FF type: dfxtp_1
* Clock power share at 0.491
* Status: complete, no violations
* TNS Setup at 0 ns
* WL/cell at 11.79 microns
* Clock latency (worst-skew pair) at between 0.3 and 0.4 ns
* Largest family of logic cells by area: simple AND/OR/NAND/NOR gates
* Post-DP HPWL at 6407 microns
critical path, cell delays in order (launching register included):
cell and delay, ns:
dfxtp_1 0.36, ha_1 0.23, nand3_1 0.19, or4_1 0.66, or4_1 0.54, a21oi_1 0.15
state kept, by name (all words and copies together), names as in the netlist:
signal / count
u_clk_1us.m_clk_div_1us.cnt: 25
r_cnt_1ms: 10
u_clk_1s.m_clk_div_1s.clk_out: 1
u_clk_1ms.m_clk_div_1ms.clk_out: 1
r_cnt_s: 1
u_clk_1us.m_clk_div_1us.clk_out: 1
u_clk_1s.m_clk_div_1s.cnt: 25
r_cnt_1us: 10
u_clk_1ms.m_clk_div_1ms.cnt: 25
routing by layer:
metal  wire [microns]  vias up  part of all wire
met5                0        -                 0
li1                 -     2060                 -
met4              194        0             0.021
met1             4886     1843              0.53
met3              284       13             0.031
met2             3854       62              0.42
kinds of logic (layout without fill, tap and decap cells):
kind of cell,Yosys count,in the layout
simple gates,249,249
buf+inv,52,53
fa+ha+maj,15,15
other cells,1,3
xor+xnor,44,44
compound gates,103,103
flops,99,99
cell usage in the layout (no fill, tap or decap), types with 3 or more instances in the layout:
master     Yosys  final
nand2b_1       3      3
buf_4          3      7
or4_1         20     20
and4_1         7      7
nor3_1        13     13
nand2_1       30     30
and3_1        11     11
or3_1         21     21
o21bai_1       4      4
clkbuf_16      0      9
nand3_1       34     34
xnor2_1       28     28
ha_1          15     15
a211oi_1       3      3
inv_1         28     28
xor2_1        16     16
nor4_1        16     16
dfxtp_1       78     78
o21ai_0       21     21
conb_1         1      3
dfrtp_1       21     21
a21oi_1       37     37
a31oi_1        3      3
nand4_1       22     22
nor2_1        55     55
o31ai_1       18     17
nor2b_1        3      3
synthesized netlist by cell type, types with 13 or more instances:
master	instances	share of area
nor2_1	55	0.042
nand2_1	30	0.023
ha_1	15	0.038
o31ai_1	18	0.027
nor3_1	13	0.013
clkbuf_1	15	0.011
dfrtp_1	21	0.11
xnor2_1	28	0.050
dfxtp_1	78	0.32
nor4_1	16	0.020
xor2_1	16	0.028
nand4_1	22	0.028
a21oi_1	37	0.038
inv_1	28	0.021
nand3_1	34	0.035
or3_1	21	0.027
o21ai_0	21	0.021
or4_1	20	0.031
power by group through the flow:
stage	clock [W]	combinational, W	sequential, W
global route	0.00104	0.0000648	0.000959
CTS	0.00101	0.0000571	0.000956
finish	0.000977	0.0000561	0.000957
final cells by class:
class | instances | area, sq um | share of cell area
clock inverters | 7 | 82.58 | 0.01503
well taps | 216 | 270.3 | 0.04918
inverters | 28 | 105.1 | 0.01913
flip-flops and latches | 99 | 2087 | 0.3798
repair buffers | 9 | 72.57 | 0.01321
clock buffers | 9 | 225.2 | 0.04098
multi-input cells | 414 | 2653 | 0.4827
worst max-delay path by stage:
stage / startpoint / end / cells after the start
finish: u_clk_1us.m_clk_div_1us.cnt[0] / u_clk_1us.m_clk_div_1us.cnt[22] / 5
global route: u_clk_1us.m_clk_div_1us.cnt[0] / u_clk_1us.m_clk_div_1us.cnt[20] / 5
CTS: u_clk_1us.m_clk_div_1us.cnt[0] / u_clk_1us.m_clk_div_1us.cnt[22] / 5
per-stage QoR:
| step | instances | util |
|---|---|---|
| floorplan | 565 | - |
| global placement | 766 | 0.3254 |
| detailed placement | 766 | 0.3254 |
| CTS | 782 | 0.3447 |
| global route | 782 | 0.3447 |
| finish | 782 | 0.3447 |
Power figures rest on the tool's default switching activity, not on a simulated workload.
